## design/flow/design.v

```verilog
`timescale 1ns / 1ps
module divider(
    input in,
    output reg out
    );
    reg [27:0] counter;
    initial counter = 0;
    always @(posedge in) begin
        if(counter == 100_000) counter = 0;
        else counter = counter + 1;
    end
    always @(counter) begin
        if(counter == 100_000) out = 1;
        else out = 0;
    end
endmodule
```

## design/flow/run.sh

```bash
#!/bin/bash
# OpenROAD 26Q1-2900-gdf79404cd8, Yosys 0.63+post, stock flow scripts
make -C /OpenROAD-flow-scripts/flow DESIGN_CONFIG=/design/flow/config.mk WORK_HOME=/design/flow/orfs finish
```

## design/flow/config.mk

```make
export PLATFORM = sky130hd
export DESIGN_NAME = divider
export DESIGN_NICKNAME = divider
export VERILOG_FILES = /design/flow/design.v
export SDC_FILE = /design/flow/constraint.sdc
export NUM_CORES = 4
export LEC_CHECK = 1
export CORE_AREA = 10 10 88 88
export DIE_AREA = 0 0 98 98
```

## design/flow/constraint.sdc

```tcl
current_design divider

set clk_period 4.4
set clk_io_pct 0.2

create_clock -name clk0 -period $clk_period [get_ports {in}]

set non_clock_inputs [all_inputs -no_clocks]
set_input_delay [expr $clk_period * $clk_io_pct] -clock clk0 $non_clock_inputs
set_output_delay [expr $clk_period * $clk_io_pct] -clock clk0 [all_outputs]
```

==> qor.log <==
qor: worst_setup_path.critPathCaptureType output port
qor: final_timing.final_max_slew_viol_count 0
qor: worst_setup_path.critical_path_class reg -> out
qor: route.first_pass_iters 3
qor: floorplan.top_level_ports 2
qor: finish.stdcell_area 0.001401 sq mm
qor: finish.final-instance-count-excl-fill 202
qor: cts.cts_resized 0
qor: synthesis.avgSynthCellArea 10.14 sq um
qor: route.drt_drc_violations_left 0
qor: global_route.pin_count_of_the_biggest_net_entering_global_routing 16
qor: route.antennaDiodeCount 0
qor: worst_setup_path.critical_path.startpoint_type flop
qor: place.dp_worst_setup_slack 1.608 ns
qor: cts.clockRootBuffer clkbuf_8
qor: cts.cts_buffers 3
qor: route.vias 845
qor: place.port_buffer_count 1
qor: finish.largest_register_ffs 28
qor: min_path.min-delay-path-class reg -> reg
qor: power.p_comb_share 0%
qor: place.hpwlAfterDp 1439 microns
qor: global_route.antenna_violations_before_repair 0
qor: synthesis.ys_chip_area 0.001247 sq mm
qor: worst_setup_path.critical_path_peak_fanout 10
qor: synthesis.synth.yosys.warnings 1
qor: route.vias_per_cell 4.183
qor: synthesis.postSynthSeqShare 44.93%
qor: place.place_congestion 0.7773
qor: cts.clock_sink_count 28
qor: cts.cts_htree_levels 1
qor: power.p_sw 77.67 uW
qor: global_route.first_pass_grt_wire_length 3739 microns
qor: cts.clk-insertion-delay-late 0.27 ns
qor: route.routedWlPerCell 10.10 microns
qor: final_timing.final-hold-violation-count 0
qor: final_timing.hold-worst-slack 0.4659 ns
qor: final_timing.post-route-period-util 70.36%
qor: synthesis.syn_inst 123
qor: synthesis.yosys.area.top_type_share 44.93%
qor: power.power.internal 333.3 uW
qor: floorplan.rows 28
qor: power.power.share.switching 18.90%
qor: final_timing.timing_worst_slew_pin_value 0.5023 ns
qor: synthesis.synthTopCellsByArea dfxtp_1 45%, xnor2_1 13%, nand3_1 4.4%, xor2_1 4.2%, nor2_1 3.6%
qor: place.placed_cells_incl_taps 198
qor: cts.cts_tree built
qor: route.final_antenna_net_count 0
qor: finish.drive_gt1_share 8.661%
qor: worst_setup_path.worst_ep_required_time 3.52 ns
qor: synthesis.yosys.cell_types.count 27
qor: floorplan.fp.dieArea 0.009604 sq mm
qor: power.power.sequential.fraction 61.6%
qor: final_timing.grt_setup_unrepaired false
qor: worst_setup_path.critical_path_arrival 2.22 ns
qor: power.power_density 293.2 mW/mm^2
qor: final_timing.fin_tns_setup 0 ns
qor: place.post_dp_cell_area 0.001346 sq mm
qor: synthesis.top_cell_type_by_total_area_after_synthesis dfxtp_1
qor: final_timing.fin_crit 3.096 ns
qor: global_route.gr-usage-all-layers 4.340%
qor: route.drt-initial-drc-count 28
qor: cts.cts-hold-fix-buffers 0
qor: power.power.static_leakage 0.4630 nW
qor: final_timing.post-route-worst-setup-slack 1.304 ns
qor: outcome.status complete, no violations
qor: synthesis.ys_cells 123
qor: synthesis.post_synth_instance_area 0.001247 sq mm
qor: final_timing.relSlewSlack 66.21%
qor: cts.worst_case_clock_buffer_depth 2
qor: global_route.grt_pass1_vias 825
qor: cts.post-cts-setup-buffer-count 0
qor: floorplan.dieHeight 98 microns
qor: finish.final_core_density 23.67%
qor: final_timing.clock-skew-final 0.003977 ns
qor: power.clkPwrFrac 38.4%
qor: global_route.grt.overflow.total 0
qor: final_timing.finish_stage_setup_viols 0
qor: power.totalPowerFinal 410.9 uW
qor: floorplan.core_area 0.005921 sq mm
qor: power.irDropWorstVdd 0.2263 mV
qor: route.drt_wl_total 2040 microns
qor: flow_run.maxCapViolCount 0
qor: final_timing.clock.fmax 323.0 MHz
qor: floorplan.chipWidth 98 microns
qor: floorplan.initial_cell_density_of_the_core 21.07%
qor: cts.clkSlewWorstSetupHoldPaths 0.09 ns
qor: synthesis.ys_seq_elements 28
qor: finish.flow.area_growth_from_synthesis 12.34%
qor: flow_run.log.warning_count 26
==> layout by cell type, fill, tap and decap left out, types with 2 or more instances in the layout <==
| master | instances |
|---|---|
| dfxtp_1 | 28 |
| and4_1 | 3 |
| nand2_1 | 10 |
| nor4_1 | 3 |
| nor2_1 | 12 |
| nand4_1 | 7 |
| nand4_4 | 2 |
| ha_1 | 2 |
| clkbuf_8 | 4 |
| and2_1 | 2 |
| xnor2_1 | 19 |
| xor2_1 | 6 |
| nor4b_1 | 2 |
| nor3_1 | 2 |
| nand3_1 | 11 |
| inv_1 | 2 |
==> cell families after synthesis <==
family	share of synthesized area, %
AND/OR/NAND/NOR	33.70
flip-flops	44.93
adder cells (fa/ha/maj)	2.006
buffers and inverters	1.003
AND-OR/OR-AND	0.8016
XOR/XNOR	17.55
==> power by group through the flow <==
stage	Combinational [mW]	Sequential (mW)	Clock, mW
5_1_grt	0.000000209	0.253	0.170
4_1_cts	0.000000209	0.253	0.164
6_report	0.000000209	0.253	0.158
==> per-layer routing <==
metal | vias to the layer above | GRT usage, % | wire length (microns)
met4 | 0 | 0.6711 | 29
li1 | 445 | - | -
met2 | 5 | 6.548 | 840
met1 | 390 | 6.366 | 1121
met3 | 5 | 0.8535 | 49
met5 | - | 0 | 0
==> critical path: stages (launching register included) <==
cell	delay [ns]
dfxtp_1	0.36
inv_1	0.07
ha_1	0.14
nor4b_1	0.29
nand3_1	0.18
nor3_4	0.36
clkdlybuf4s50_1	0.55
==> worst paths after layout <==
check	slack, ns	depth (start not counted)	startpoint	end
setup / recovery	1.30	6	counter[0]$_SDFF_PN0_	out
hold reg to reg	0.47	1	counter[27]$_SDFF_PN0_	counter[27]$_SDFF_PN0_
setup reg to reg	2.56	5	counter[0]$_SDFF_PN0_	counter[26]$_SDFF_PN0_
hold / removal	0.47	1	counter[27]$_SDFF_PN0_	counter[27]$_SDFF_PN0_
==> cell type report <==
type	count	area, sq um
clock buffers	4	55.05
fillers	628	4519
inverters	2	7.507
multi-input cells	92	674.4
flip-flops and latches	28	560.5
well taps	75	93.84
repair buffers	1	10.01
==> cells in the mapped netlist, drive strengths merged <==
cell type,number
buf,1
and2,2
ha,2
a21oi,1
xor2,6
nor2,12
nor3b,1
and4,3
nand3,11
nand4,10
xnor2,19
nor2b,1
nor3,3
and3,1
inv,2
or3,1
nor4,4
nor4b,3
dfxtp,28
o21ai,1
nor4bb,1
nand2,10
Power is estimated from default activity; no workload was simulated.
