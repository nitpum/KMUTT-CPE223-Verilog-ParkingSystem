**./config.mk**
```make
export PLATFORM = sky130hd
export DESIGN_NAME = time_divider
export DESIGN_NICKNAME = time_divider
export VERILOG_FILES = /design/flow/design.v
export SDC_FILE = /design/flow/constraint.sdc
export NUM_CORES = 4
export LEC_CHECK = 1
export CORE_AREA = 10 10 96 96
export DIE_AREA = 0 0 106 106
```
**./constraint.sdc**
```tcl
current_design time_divider

set clk_period 6.6
set clk_io_pct 0.2

create_clock -name clk0 -period $clk_period

set non_clock_inputs [all_inputs -no_clocks]
set_input_delay [expr $clk_period * $clk_io_pct] -clock clk0 $non_clock_inputs
set_output_delay [expr $clk_period * $clk_io_pct] -clock clk0 [all_outputs]
```
**./design.v**
```verilog
`timescale 1ns / 1ps
module time_divider(
    input [10:0] timer,
    output [6:0] min_decimal, min_unit, sec_deciaml, sec_unit
    );
    assign min_decimal = timer / 60 / 10;
    assign min_unit = timer / 60 % 10;
    assign sec_decimal = timer % 60 / 10;
    assign sec_unit = timer % 10;
endmodule
```
**./run.sh**
```bash
#!/bin/bash
# OpenROAD 26Q1-2900-gdf79404cd8, Yosys 0.63+post, stock flow scripts
make -C /OpenROAD-flow-scripts/flow DESIGN_CONFIG=/design/flow/config.mk WORK_HOME=/design/flow/orfs finish
```
==> flow_summary_export.csv <==
group,metric,value,unit
status,outcome,"complete, but fails checks",
status,violations,"negative setup slack",
floorplanning,pin_count,39,
detailed_routing,routedWlPerCell,15.2,µm
power_and_ir_drop,seqPwrFrac,0,
global_route,grtUsageTotal,0.184,
layout,lay_top_cells,"buf_4, nand2_1, a21oi_1",
floorplanning,chipArea,11200,µm²
layout,seq_area,0,µm²
detailed_routing,routed_wl,11.2,mm
synthesis,netlist_area,3020,µm²
power_and_ir_drop,finalPower,0.983,mW
synthesis,yosysWarnings,8,
global_route,grt_pass1_wl,18.2,mm
worst_setup_path,startpoint_type,"input pin",
layout,drive_above_1_share,0.497,
timing,setup_slack,-0.775,ns
layout,area_growth,72.6,%
clock_tree,cts_hold_buf,0,
worst_setup_path,cp-end-kind,"output port",
timing,rsz0062_at_grt,"true",
timing,setup_viol,11,
floorplanning,initCoreUtil,0.418,
power_and_ir_drop,p_leak,2.27,nW
synthesis,yosysTopAreaCellShare,0.0597,
power_and_ir_drop,power_switching,0.448,mW
worst_setup_path,critPathSlowestCell,"or4_4",
global_route,grt.overflow.total,0,
layout,lay_top_count,"buf_4",
layout,instances_no_fill,737,
worst_setup_path,crit_type,"input pin to output port",
synthesis,avgSynthCellArea,6.89,µm²
floorplanning,die_h,106,µm
layout,flop-count,0,
worst_setup_path,crit_fanout,6,
placement,gp_congestion,0.924,
placement,placed_area,4470,µm²
synthesis,yosysUniqueCellTypes,95,
detailed_routing,ant_nets,0,
flow_run,warnings,39,
power_and_ir_drop,comb_power_share,1.000,
timing,hold_viol,0,
detailed_routing,antenna_cells,0,
floorplanning,fp.dieW,106,µm
timing,fin_crit_sh,1.12,
power_and_ir_drop,powerDensity,189,nW/µm²
worst_setup_path,critPathMaxStageDelay,0.57,ns
power_and_ir_drop,clockPowerShare,0,
worst_setup_path,cp_common_cell,"buf_4",
placement,dp.final_hpwl,7.65,mm
placement,dp.cells,691,
synthesis,top_area_cell,"a21oi_1",
global_route,grt_antenna_before_repair,0,
detailed_routing,drtIter0Drc,315,
detailed_routing,vias,4200,
synthesis,ys_cells,438,
detailed_routing,via_per_inst,5.70,
synthesis,syn_inst,438,
floorplanning,core_area,7210,µm²
worst_setup_path,crit_chain,"buf_8, nor2_4, inv_2, ha_4, and4b_1, a211o_1, or3_4, a21oi_1, a221o_1, a311o_1, o211ai_4, or4_4, nand4_4, a2111oi_4, nor3b_4, buf_4, a31oi_4, nor4_4, buf_4, buf_4, mux2_4, o211ai_2, buf_2",
worst_hold_path,hold_class,"input pin to output port",
layout,n_clock_buffer,0,
detailed_routing,drt-pass1-iter-count,7,
power_and_ir_drop,power.internal,0.534,mW
timing,drv_slew,0,
layout,post-route-util,0.722,
power_and_ir_drop,irDropWorstVdd,206,µV
timing,clock.fmax,136,MHz
synthesis,synth.area.top_cells,"a21oi_1, nand2_1, xnor2_1",
worst_setup_path,worstPathArrival,6.05,ns
global_route,grt_pass1_vias,3806,
detailed_routing,drcViolationCount,0,
timing,period_needed,7.37,ns
global_route,grt_max_degree,24,
synthesis,postSynthSeqShare,0,
synthesis,yosysChipArea,3020,µm²
floorplanning,rows,31,
worst_setup_path,required,5.28,ns
power_and_ir_drop,swShare,0.456,
layout,stdcell_area,5210,µm²
placement,port_buffers,28,
flow_run,drv_cap,0,
cell families (layout without fill, tap and decap cells):
group / Yosys count / in the layout / synth area share
compound gates: 158 / 158 / 0.416
xor+xnor: 20 / 20 / 0.0580
fa+ha+maj: 11 / 11 / 0.0439
buf+inv: 60 / 250 / 0.109
mux: 9 / 9 / 0.0332
other cells: 1 / 11 / 0.00124
simple gates: 179 / 179 / 0.339
repair_timing:
action,CTS,global route
endpoints found under the setup margin,14,14
buffers inserted,42,11
pin swaps,39,35
gates resized,122,37
gates cloned,1,0
cells in the mapped netlist, drive strengths merged, types with 9 or more instances:
library cell,instances
nand2,43
a21oi,36
nor2,35
buf,28
o21ai,23
nor3,18
xnor2,17
inv,15
nand3,15
clkbuf,12
o211ai,12
ha,9
final cells by class:
cell class	instances	area [µm²]
inverters	20	77.6
repair buffers	230	1840
fillers	513	2000
multi-input cells	388	3170
well taps	99	124
critical path, delay by kind of cell:
family	cells	cell delay [ns]
muxes	1	0.29
buffers and inverters	6	0.74
AOI/OAI and AO/OA	8	1.38
adders and majority gates	1	0.29
and+or+nand+nor	7	2.04
power by group through the flow:
stage                 clock network, mW  logic (mW)  registers, mW
after CTS                             0       0.897              0
after global routing                  0        1.06              0
final                                 0       0.983              0
layer usage:
metal | global-route usage | vias to the layer above | part of all wire
li1 | - | 2070 | -
met1 | 0.268 | 1976 | 0.46
met2 | 0.308 | 139 | 0.48
met3 | 0.00612 | 15 | 0.051
met4 | 0.00870 | 0 | 0.0096
met5 | 0 | - | 0
through the flow:
stage / TNS, ns / setup WS (ns) / hold slack (ns)
4_1_cts: -6.02 / -0.858 / 3.48
6_report: -4.56 / -0.775 / 3.47
5_1_grt: -6.44 / -0.945 / 3.49
3_3_place_gp: -14.21 / -1.45 / 3.48
2_1_floorplan: -1.34 / -0.421 / 2.71
3_5_place_dp: -14.53 / -1.47 / 3.48
final timing paths:
kind / start / endpoint / cells past startpoint
max: timer[8] / sec_unit[1] / 23
min: timer[0] / sec_unit[0] / 2
Power is estimated from default activity; no workload was simulated.
