File: flow/run.sh
#!/bin/bash
# OpenROAD 26Q1-2900-gdf79404cd8, Yosys 0.63+post, stock flow scripts
make -C /OpenROAD-flow-scripts/flow DESIGN_CONFIG=/design/flow/config.mk WORK_HOME=/design/flow/orfs finish
File: flow/config.mk
export PLATFORM = sky130hd
export DESIGN_NAME = bcdto7seg
export DESIGN_NICKNAME = bcdto7seg
export VERILOG_FILES = /design/flow/design.v
export SDC_FILE = /design/flow/constraint.sdc
export NUM_CORES = 4
export LEC_CHECK = 1
export CORE_AREA = 10 10 70 70
export DIE_AREA = 0 0 80 80
File: flow/constraint.sdc
current_design bcdto7seg

set clk_period 1.3
set clk_io_pct 0.2

create_clock -name clk0 -period $clk_period

set non_clock_inputs [all_inputs -no_clocks]
set_input_delay [expr $clk_period * $clk_io_pct] -clock clk0 $non_clock_inputs
set_output_delay [expr $clk_period * $clk_io_pct] -clock clk0 [all_outputs]
File: flow/design.v
`timescale 1ns / 1ps
module bcdto7seg(
    input [3:0] led,
    output reg [6:0] seg
    );
    wire a, b, c, d, e, f, g;
    assign a = (led == 1 || led == 4)? 1 : 0;
    assign b = (led == 5 || led == 6)? 1 : 0;
    assign c = (led == 2)? 1 : 0;
    assign d = (led == 1 || led == 4 || led == 7)? 1 : 0;
    assign e = (led == 8 || led == 6 || led == 2 || led == 0)? 0 : 1;
    assign f = (led == 1 || led == 2 || led == 3 || led == 7)? 1 : 0;
    assign g = (led == 0 || led == 1 || led == 7)? 1 : 0; 
    always @ (a, b, c, d, e, f, g)
        seg = {g, f, e, d, c, b, a};
endmodule
==> results_slide.txt <==
Synthesis and Place & Route Summary

Min path
  – Endpoint, Worst Hold: seg[2]
  – Hold Path Class: primary input to output port
  – Hold path startpoint: led[3]
  – Number of instances on the worst hold path: 3

Critical path
  – Highest net fanout along the worst path: 5
  – Arrival time reported for the critical path endpoint: 0.98 ns
  – Critical Path Start Type: primary input
  – Setup CP Type: primary input to output port
  – Beginning of the critical path: led[1]
  – Cell-by-cell trace of the critical path: buf_4 -> or2_1 -> a21oi_1 -> dlygate4sd2_1
  – Slowest-stage cell, CP: dlygate4sd2_1
  – Crit path required time: 1.04 ns
  – Maximum cell stage delay along the critical path: 0.23 ns
  – Crit end category: output port

Logic synthesis
  – Synth Warn #: 1
  – Fraction of the mapped netlist area in compound gates: 0.143
  – Post-Syn Area: 166 um2
  – Synth Area per Inst: 6.66 um2
  – Adder-cell area share of the yosys netlist: 0
  – Share of cell area taken by muxes after synthesis: 0
  – Yosys Chip Area: 166 um2
  – Sequential cell area fraction in the yosys report: 0
  – Count of instantiated cells in the yosys netlist: 25
  – Post-Syn Instances: 25
  – Top logic cell family in the synthesized netlist: buffers and inverters
  – Count of unique library cells instantiated by Yosys: 12
  – Xor-xnor portion of the synthesized cell area: 0.105
  – Area share of and/or/nand/nor cells after synthesis: 0.368

Job
  – Max-capacitance violation count: 0
  – Total number of warnings across the stage logs: 33

Floorplanning
  – Chip Area: 6400 um2
  – Row cnt: 21
  – Initial cell density of the core: 0.0487
  – Number of top-level design ports: 11
  – Chip Height: 80 um
  – Horizontal extent of the die: 80 um
  – Area inside the core boundary: 3420 um2

Routing
  – Starting DRC count in detailed routing: 2
  – Vias after detailed routing: 176
  – Remaining design rule violation count: 0
  – DRT antenna net count: 0
  – Diodes inserted: 0
  – Final WL: 533 um
  – Router iterations before antenna repair: 2
  – Routed wirelength normalized by instance count: 6.66 um
  – Drt via density: 2.20

CTS
  – Hold-fix buffers, CTS: 0

GRT
  – Wire length of the first global-routing pass: 821 um
  – Via count of the first global-routing pass: 159
  – Pin count of the biggest net entering global routing: 8
  – Total routing usage reported by global routing: 0.0152
  – Number of antenna violations at the first check in global routing: 0
  – Overflow left after global routing: 0

Power
  – Cell leakage power: 0.126 nW
  – Overall power of the completed layout: 0.0781 mW
  – IR Drop Worst-Case VDD: 38.5 uV
  – Power per cell area: 251 nW/um2

Place
  – Count of input and output buffers: 11
  – Routability cong.: 0.725

STA
  – Post-layout period usage: 0.954
  – Fmax: 806 MHz
  – Final Hold Fails: 0
  – Time the final worst path needs with I/O delays and setup: 1.24 ns
  – Slew Viols, Final: 0
  – Slew at the pin with the worst max-slew slack: 0.158 ns
  – Unrepaired setup endpoints after global routing: false
  – Headroom to the max-slew limit: 0.894
  – Endpoints failing setup: 0

Layout
  – Fill cell total of the finished layout: 410
  – Flip-flop and latch area: 0 um2
  – Clock buffer instance count of the final layout: 0
  – Fraction of final layout cells with drive strength greater than 1: 0.618
  – Count of sequential standard cells: 0
  – Layout Utilization: 0.0912
  – Growth of design area from synthesis to finish: 87.2%

Run status
  – Result of the run: complete, no violations
[cells by family (layout without fill, tap and decap cells)]
kind of cell / Yosys count / count (layout)
buffers and inverters: 8 / 17
xor gates and xnor gates: 2 / 2
AOI/OAI and AO/OA: 4 / 4
and+or+nand+nor: 11 / 11
[area by class of cell]
class                      instances  area (um2)  share of cell area
multi-input combinational         17         128               0.410
tap                               46        57.6               0.185
timing repair buffer              17         126               0.406
[layer usage]
metal / GRT usage / routed length (um) / up-vias
met4: 0 / 0 / 0
met3: 0.00341 / 37 / 0
li1: - / - / 95
met2: 0.0249 / 240 / 7
met1: 0.0211 / 254 / 74
met5: 0 / 0 / -
[critical path, delay by kind of cell]
family / cells / cell delay [ns]
AOI/OAI and AO/OA: 1 / 0.14
buffers and inverters: 2 / 0.36
and+or+nand+nor: 1 / 0.22
[timing repair]
action / in CTS / in global routing
pin swaps: 2 / 1
buffers inserted: 2 / 0
resized: 39 / 6
endpoints found under the setup margin: 7 / 4
[cell usage in the layout, fill, tap and decap left out, types with 2 or more instances in the layout]
master,netlist,routed
or2_1,2,2
buf_6,1,3
nand2_1,2,2
xnor2_1,2,2
dlygate4sd2_1,0,2
buf_4,7,6
clkbuf_2,0,3
a21oi_2,1,3
buf_2,0,3
[report_power, final]
group	internal (mW)	switching [mW]	leakage, nW
registers	0	0	0
logic	0.0467	0.0315	0.126
clock network	0	0	0
[cell usage after synthesis]
| cell | count | area share |
|---|---|---|
| a21oi_1 | 3 | 0.090 |
| a21oi_2 | 1 | 0.053 |
| buf_4 | 7 | 0.32 |
| buf_6 | 1 | 0.068 |
| nand2_1 | 2 | 0.045 |
| nand2b_1 | 1 | 0.038 |
| nand3_1 | 2 | 0.060 |
| nor3_1 | 2 | 0.060 |
| nor3b_1 | 1 | 0.045 |
| or2_1 | 2 | 0.075 |
| or2b_1 | 1 | 0.045 |
| xnor2_1 | 2 | 0.11 |
[metrics by stage]
step	hold slack, ns	std cells	area (um2)	TNS, ns	setup slack (ns)
after floorplan	0.637	25	166	0	0.187
after global placement	1.58	78	300	-4.41	-0.717
after detailed placement	1.59	78	300	-4.43	-0.716
after CTS	0.843	80	320	-0.0461	-0.0461
after global routing	0.853	80	312	0	0.000484
final	0.829	80	312	0	0.0597
[how the worst max path moves through the flow]
stage	end	slack, ns	cells past startpoint
global route	seg[3]	0.0005	5
finish	seg[6]	0.06	4
CTS	seg[3]	-0.05	5
Power figures rest on the tool's default switching activity, not on a simulated workload.
